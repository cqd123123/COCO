==> design/flow/design.v <==
module Timer(CLK_I , RST_I, ADD_I, STB_I , WE_I , DAT_I, DAT_O, ACK_O, OUT);
    input CLK_I,RST_I , STB_I, WE_I;
    input [3:0]ADD_I;
    input [31:0]DAT_I;
    output [31:0]DAT_O;    
    output ACK_O;
    output reg [2:0]OUT;
    reg [31:0]TC[8:0];
    assign DAT_O = TC[ADD_I];
    assign ACK_O = STB_I;
    always@(posedge CLK_I)
    begin
        if(RST_I)begin
            TC[0]<=32'b0;  
            TC[3]<=32'b0;
            TC[6]<=32'b0;
        end
        else  if(WE_I&&STB_I)
        case(ADD_I)
        4'd1:begin
            TC[1]<=DAT_I;
            TC[2]<=DAT_I;
        end
        4'd4:begin
            TC[4]<=DAT_I;
            TC[5]<=DAT_I;
        end
        4'd7:begin
            TC[7]<=DAT_I;
            TC[8]<=DAT_I;
        end
        default:
           TC[ADD_I]<=DAT_I;
        endcase
        else begin
        case (TC[0][2:1])
            2'b00: begin
                if(TC[0][0])begin
                      if(TC[2]==32'b0)  TC[0][0]<=1'b0;                          
                      else TC[2]<=TC[2]-32'b1;
                end
            end
            2'b01: begin
                if(TC[0][0])begin
                      if(TC[2]==32'b0)  TC[2]<=TC[1];                          
                      else TC[2]<=TC[2]-32'b1;
                end
            end
            2'b10: begin
                if(TC[0][0])begin
                      if(TC[2]==32'b0)  TC[2]<={TC[1][31:1],1'b0};                          
                      else TC[2]<=TC[2]-32'b1;
                end
            end
        endcase 
        case (TC[3][2:1])
            2'b00: begin
                if(TC[3][0])begin
                      if(TC[5]==32'b0)  TC[3][0]<=1'b0;                          
                      else TC[5]<=TC[5]-32'b1;
                end
            end
            2'b01: begin
                if(TC[3][0])begin
                      if(TC[5]==32'b0)  TC[5]<=TC[4];                          
                      else TC[5]<=TC[5]-32'b1;
                end
            end
            2'b10: begin
                if(TC[3][0])begin
                      if(TC[5]==32'b0)  TC[5]<={TC[4][31:1],1'b0};                          
                      else TC[5]<=TC[5]-32'b1;
                end
            end
        endcase 
        case (TC[6][2:1])
            2'b00: begin
                if(TC[6][0])begin
                      if(TC[8]==32'b0)  TC[6][0]<=1'b0;                          
                      else TC[8]<=TC[8]-32'b1;
                end
            end
            2'b01: begin
                if(TC[6][0])begin
                      if(TC[8]==32'b0)  TC[2]<=TC[7];                          
                      else TC[8]<=TC[8]-32'b1;
                end
            end
            2'b10: begin
                if(TC[6][0])begin
                      if(TC[8]==32'b0)  TC[8]<={TC[7][31:1],1'b0};                          
                      else TC[8]<=TC[8]-32'b1;
                end
            end
        endcase 
        end 
    end 
    always@(*)begin
            case(TC[0][2:1])
                2'b00: OUT[0]=(TC[2]==32'b0)? 1'b1:1'b0;
                2'b01: OUT[0]=(TC[2]==32'b0)? 1'b1:1'b0;
                2'b10: OUT[0]=(TC[2]<{1'b0,TC[1][31:1]})? 1'b1:1'b0;
            endcase
            case(TC[3][2:1])
                2'b00: OUT[1]=(TC[5]==32'b0)? 1'b1:1'b0;
                2'b01: OUT[1]=(TC[5]==32'b0)? 1'b1:1'b0;
                2'b10: OUT[1]=(TC[5]<{1'b0,TC[4][31:1]})? 1'b1:1'b0;
            endcase
            case(TC[6][2:1])
                2'b00: OUT[2]=(TC[8]==32'b0)? 1'b1:1'b0;
                2'b01: OUT[2]=(TC[8]==32'b0)? 1'b1:1'b0;
                2'b10: OUT[2]=(TC[8]<{1'b0,TC[7][31:1]})? 1'b1:1'b0;
            endcase
    end 
endmodule
==> design/flow/run.sh <==
#!/bin/bash
# OpenROAD 26Q1-2900-gdf79404cd8, Yosys 0.63+post, stock flow scripts
make -C /OpenROAD-flow-scripts/flow DESIGN_CONFIG=/design/flow/config.mk WORK_HOME=/design/flow/orfs finish
==> design/flow/config.mk <==
export PLATFORM = sky130hd
export DESIGN_NAME = Timer
export DESIGN_NICKNAME = Timer
export VERILOG_FILES = /design/flow/design.v
export SDC_FILE = /design/flow/constraint.sdc
export NUM_CORES = 4
export LEC_CHECK = 1
export CORE_UTILIZATION = 30
==> design/flow/constraint.sdc <==
current_design Timer

set clk_period 12.4
set clk_io_pct 0.2

create_clock -name clk0 -period $clk_period [get_ports {CLK_I}]

set non_clock_inputs [all_inputs -no_clocks]
set_input_delay [expr $clk_period * $clk_io_pct] -clock clk0 $non_clock_inputs
set_output_delay [expr $clk_period * $clk_io_pct] -clock clk0 [all_outputs]
==> flow_metrics.tcl <==
# place-and-route summary
set metrics [dict create \
    path_clk_slew_ns 0.06 \
    common_cells "edfxtp_1 (512), nand2_1 (169), clkbuf_1 (162)" \
    p_leak_nw 9.86 \
    wl_per_cell_um 24.2 \
    fin_util_pct 34.3 \
    dp_hpwl_mm 52.4 \
    place_congestion 0.931 \
    dieWidth_um 301 \
    stdcell_count 3210 \
    internal-power_mw 2.93 \
    startpoint_type "input pin" \
    dp.cells 3120 \
    numCtsBuffers 51 \
    pwr-share-comb_pct 8.0 \
    drt-vias-per-instance 5.33 \
    root_buffer "clkbuf_16" \
    relSlewSlack_pct 29.0 \
    post-cts-setup-buffers 0 \
    status "finished, final reports clean" \
    syn_avg_cell_area_um2 13.2 \
    tns_ns 0 \
    worstSetupPathType "input pin to output port" \
    p_sw_uw 854 \
    synth_top_cell_by_area "edfxtp_1" \
    tightest_slew_ns 1.05 \
    cts_tree "yes" \
    grt_remaining_overflow 0 \
    synthMostInstantiatedCell "edfxtp_1" \
    clockBufferDepth 3 \
    fillers 8236 \
    synth-main-ff-cell "edfxtp_1" \
    drive_gt1_share_pct 15.3 \
    grtUsageTotal_pct 18.3 \
    dieArea_mm2 0.0908 \
    drt-initial-drc-count 1411 \
    rsz0062_at_grt "no" \
    comb_area_mm2 0.0104 \
    clk_latency_ns 0.60 \
    maxCapViolCount 0 \
    syn_area_mm2 0.0269 \
    drc 0 \
    period_used_pct 62.9 \
    holdWs_ns 0.663 \
    synth_cell_types 59 \
    dieHeight_um 301 \
    skew_ns 0.0233 \
    antenna_found_initial 2 \
    maxSlewViolCount 0 \
    endpoint_kind "output port" \
    p_seq_share_pct 52.7 \
    dr.pass1.iters 25 \
    ys_cells 2030 \
    p_per_area_mw_per_mm2 125 \
    first_global_vias 17800 \
    switching_share_pct 22.6 \
    synth_async_sr_flop_share_pct 0 \
    syn_inst 2030 \
    fp_util_pct 30.4 \
    grt_pass1_wl_mm 115 \
    grt_max_degree 65 \
    synth_flop_count 515 \
    crit_fanout 64 \
    crit_arrival_ns 5.32 \
    warnings 28 \
    irDropWorstVdd_uv 89.4 \
    post_cts_resized 0 \
    regArea_mm2 0.0154 \
    synthTopCellsByArea "edfxtp_1 (57%), mux4_2 (13%), ha_1 (4.5%)" \
    coreArea_mm2 0.0885 \
    io_pins 76 \
    clkPwrFrac_pct 39.4 \
    placementRows 109 \
    unclocked_pins 3 \
    yosysTopAreaCellShare_pct 57.2 \
    postRouteAntennaNets 0 \
    yosysWarnings 1 \
    fin_crit_ns 7.80 \
    cts_htree_levels 2 \
    cp.required_ns 9.92 \
    synth-edff-count 512 \
    area_delta_synth_final_pct 12.9 \
    r2r_slack_ns 8.11 \
    ys_area_mm2 0.0269 \
    untimed_endpoints 6 \
    max_freq_mhz 128 \
    hold_violations 0 \
    routed_wl_mm 77.6 \
    via_count 17100 \
    cts_hold_buf 0 \
    hold_path.class "flop to flop" \
    io_buffers 75 \
    setup_viol 0 \
]
[worst paths after layout]
| path | startpoint | endpoint | depth (start not counted) |
|---|---|---|---|
| worst max-delay path | ADD_I[0] | DAT_O[30] | 5 |
| worst min-delay path | TC[1][25] | TC[2][25] | 2 |
| worst max register to register | TC[5][22] | TC[5][23] | 8 |
| worst min register to register | TC[1][25] | TC[2][25] | 2 |
[state kept, by name, indices dropped and copies added (netlist names)]
name,cells
OUT,3
TC,512
[stage by stage]
stage / area [um^2] / setup slack [ns] / power [mW]
2_1_floorplan: 26900 / 5.05 / 2.20
3_3_place_gp: 28800 / 4.58 / 2.32
3_5_place_dp: 28800 / 4.52 / 2.33
4_1_cts: 30300 / 4.53 / 3.81
5_1_grt: 30300 / 4.36 / 3.90
6_report: 30300 / 4.60 / 3.78
[area by class of cell]
type / count / share of cell area, %
Multi-Input combinational cell: 1215 / 34.3
Clock inverter: 26 / 0.656
Antenna cell: 1 / 0.00825
Inverter: 104 / 1.29
Clock buffer: 63 / 4.50
Timing Repair Buffer: 121 / 3.60
Sequential cell: 515 / 50.9
Tap cell: 1165 / 4.81
[cell usage in the layout, fill, tap and decap left out, types with 5 or more instances in the layout]
cell	count
edfxtp_1	512
nand2_1	168
mux4_2	160
o21ai_0	109
inv_1	104
and2_1	99
ha_1	96
nor2_1	76
clkdlybuf4s50_1	71
a21oi_1	64
xnor2_1	53
clkbuf_16	53
buf_4	46
nor3_1	41
nor4_1	35
o21ai_1	35
nand3_1	25
xor2_1	25
o211ai_1	21
nand4_1	20
or4_1	18
a21o_1	18
o22ai_1	16
nand2b_1	14
or3_1	13
clkinv_2	12
clkbuf_1	10
clkinv_1	9
o21a_1	8
a22oi_1	8
nor2_4	8
o31ai_1	7
a211oi_1	7
a2111oi_0	7
or2_2	6
mux2i_1	6
nor2b_1	5
[worst max-delay path, cell delays in order]
cell and delay (ns):
buf_8 0.51, buf_4 0.68, mux4_2 0.59, mux4_2 0.55, clkdlybuf4s50_1 0.44
[power groups by stage]
stage	combinational [mW]	clock (mW)	sequential (mW)
after CTS	0.305	1.52	1.99
after global routing	0.330	1.58	1.99
final	0.301	1.49	1.99
[layer usage]
layer / part of all wire [%] / track usage (%) / vias up / routed length [um]
met4: 3.4 / 4.92 / 0 / 2660
met1: 36 / 22.9 / 8482 / 28300
met3: 12 / 9.24 / 127 / 9420
met5: 0 / 0 / - / 0
li1: - / - / 7606 / -
met2: 48 / 28.6 / 881 / 37300
[cells by family (layout without fill, tap and decap cells)]
group	after synthesis	in the layout	share of synthesized area, %
simple gates	553	553	10.5
flops	512	512	57.2
compound gates	322	322	7.05
buf+inv	300	314	4.38
mux	166	166	13.6
fa+ha+maj	96	96	4.47
xor+xnor	78	78	2.54
latches	3	3	0.168
other cells	0	1	0
Power figures rest on the tool's default switching activity, not on a simulated workload.
