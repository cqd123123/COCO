File: flow/run.sh
#!/bin/bash
# OpenROAD 26Q1-2900-gdf79404cd8, Yosys 0.63+post, stock flow scripts
make -C /OpenROAD-flow-scripts/flow DESIGN_CONFIG=/design/flow/config.mk WORK_HOME=/design/flow/orfs finish
File: flow/config.mk
export PLATFORM = sky130hd
export DESIGN_NAME = SysBridge
export DESIGN_NICKNAME = SysBridge
export VERILOG_FILES = /design/flow/design.v
export SDC_FILE = /design/flow/constraint.sdc
export NUM_CORES = 4
export LEC_CHECK = 1
export CORE_AREA = 10 10 138 138
export DIE_AREA = 0 0 148 148
File: flow/constraint.sdc
current_design SysBridge

set clk_period 5.6
set clk_io_pct 0.2

create_clock -name clk0 -period $clk_period

set non_clock_inputs [all_inputs -no_clocks]
set_input_delay [expr $clk_period * $clk_io_pct] -clock clk0 $non_clock_inputs
set_output_delay [expr $clk_period * $clk_io_pct] -clock clk0 [all_outputs]
File: flow/design.v
module SysBridge(input [31:0] PrA, input [3:0] PrBE,input [31:0] PrWData,output [31:0] PrRData,
                 input PrReq,PrRW,output PrReady,
                 output [10:0] A_IM,input [31:0] Din_IM, 
                 output [10:0] A_DM,output [31:0] DOut_DM, 
                 output[3:0] BE,output We,input [31:0] Din_DM,
                 output [3:0]ADR_O ,output [31:0] DAT_O, 
                 output WE_O,input ACK_I_UART,
                 output STB_O_UART,input [7:0] DAT_I_UART,
                 input ACK_I_TMR,output STB_O_TMR,input [31:0] DAT_I_TMR, 
                 input ACK_I_LED,output STB_O_LED,input [31:0]DAT_I_LED);
  assign A_IM = PrA[12:2];
  assign A_DM = PrA[14:2];                 
assign PrRData=((PrA&32'hFFFF_0000)==32'hBFC0_0000)?Din_IM:
               ((PrA&32'hFFFF_0000)==32'h9000_0000)?Din_DM: 
               ((PrA&32'hFFFF_0000)==32'hA000_0000&&ACK_I_TMR)?DAT_I_TMR:
               ((PrA&32'hFFFF_0000)==32'hA000_0000&&ACK_I_LED)?DAT_I_LED:32'b0;
assign DAT_O=ACK_I_TMR?PrWData:ACK_I_LED?PrWData:2'b0;
assign ADR_O=(PrA==32'hA000_0200)?4'd0:
                (PrA==32'hA000_0204)?4'd1:
                (PrA==32'hA000_0208)?4'd2:
                (PrA==32'hA000_0300)?4'd3:
                (PrA==32'hA000_0304)?4'd4:
                (PrA==32'hA000_0308)?4'd5:
                (PrA==32'hA000_0400)?4'd6:
                (PrA==32'hA000_0404)?4'd7:
                (PrA==32'hA000_0408)?4'd8:
                4'd0;
assign WE_O=(((PrA&32'hFFFF_0000)==32'hA000_0000)&&PrReq&&!PrRW)?1'b1:1'b0;
assign STB_O_TMR=((PrA&32'hFFFF_FF00)==32'hA000_0200)?1'b1:
                       ((PrA&32'hFFFF_FF00)==32'hA000_0300)?1'b1:
                       ((PrA&32'hFFFF_FF00)==32'hA000_0400)?1'b1:
                       1'b0;
assign STB_O_LED=((PrA&32'hFFFF_FF00)==32'hA000_0700)?1'b1:1'b0;
assign BE=PrBE;
assign PrReady=PrReq;
assign DOut_DM= PrWData;
assign We=~PrRW;
endmodule
==> metrics.yaml <==
status:
  status: "complete, no violations"
floorplanning:
  design.core.area_sq_um: 16000
  die-height_um: 148
  chip_area_sq_um: 21900
  num_rows: 46
  die_x_um: 148
  io-pin-count: 341
  initCoreUtil: 0.120
setup_path:
  crit_cells: 7
  crit_type: "input port to output pin"
  crit_fanout: 17
  crit_path_end: "PrRData[27]"
  critPathRequiredTime_ps: 4480
  cp-end-kind: "output pin"
  crit_chain: "clkdlybuf4s50_1, nor4_2, nand4_1, nor2_4, buf_4, a21o_1, clkdlybuf4s50_1"
  cp.arrival_ps: 3570
  slowest_stage: "clkdlybuf4s50_1"
  startpoint_type: "input port"
  cpLargestDelayFamily: "buffers and inverters"
  slowest_delay_ps: 500
  crit_buf_inv: 3
  startpoint: "PrA[23]"
  crit_top_cell: "clkdlybuf4s50_1"
global_route:
  grt_pass1_vias: 3729
  grt_overflow_total: 0
  grt_pass1_wl_mm: 22.8
  antenna_found_initial: 0
  grtUsageTotal: 0.133
  grt_start_max_net_pins: 35
timing:
  rsz0062_at_grt: "no"
  worst_slack_ps: 908
  fmax_ghz: 0.213
  post-route-min-period_ps: 4690
  fin_crit_sh: 0.838
  hold_viol_final: 0
  finalSetupTns_ps: 0
  slew_headroom: 0.439
  drv_slew: 0
  holdWs_ps: 2240
  worst_pin_slew_ps: 841
  setup_viol: 0
flow_run:
  max-cap-violations: 0
  tool_warnings: 41
cts:
  cts_setup_buffers: 0
  cts_hold_buf: 0
  cts-resized-gates: 0
placement:
  gp_congestion: 0.799
  place_area_sq_um: 4950
  hpwlAfterDp_mm: 13.5
  place_worst_setup_slack_ps: 913
  io_buffers: 323
final_layout:
  final_area_sq_um: 4950
  lay_top_cells: "322 x clkdlybuf4s50_1, 33 x nor2b_1, 33 x nand3_1"
  comb_area_sq_um: 1370
  syn_to_final_growth_pct: 158
  n_fill_cell: 1669
  final_core_util: 0.310
  nClkBuffers: 0
  drive_above_1_share: 0.0408
  flop_area_sq_um: 0
  lay_top_count: "clkdlybuf4s50_1"
  flop-count: 0
drt:
  final_antenna_net_count: 0
  antenna_cells: 0
  drc: 0
  drt-total-wl_mm: 15.8
  firstDrtPassIters: 4
  wl_per_cell_um: 20.9
  vias: 3281
  drt_first_iter_violations: 106
  viasPerCell: 4.35
pwr:
  powerDensity_nw_per_um2: 56.2
  power_leakage_nw: 1.96
  ir_drop_v: 0.0000370
worst_hold_path:
  hold_class: "input port to output pin"
synth:
  synth_area_sq_um: 1920
  ys_chip_area_sq_um: 1920
  avgSynthCellArea_sq_um: 6.55
  yosysCellCount: 293
  netlist-cell-type-count: 32
  ys_warn_count: 1
  syn_inst: 293
  postSynthSeqShare: 0
==> layer usage <==
layer	wire length (um)	up-vias	track usage
met2	7470	244	0.232
met1	5960	1507	0.146
li1	-	1520	-
met3	2150	10	0.0645
met4	184	0	0.0144
met5	0	-	0
==> synthesized netlist by cell type, drive strengths merged (2+ instances only) <==
cell type / n / area, sq um
clkbuf: 21 / 78.8
nand3: 33 / 165
nor4: 5 / 65.1
nand2b: 3 / 18.8
o22a: 2 / 17.5
nor2: 12 / 47.6
a21o: 32 / 240
a22oi: 32 / 240
nand2: 2 / 7.51
nor2b: 34 / 213
buf: 67 / 485
nand4: 3 / 25.0
o22ai: 32 / 200
inv: 2 / 7.51
==> power breakdown <==
part	switching, mW	leakage (nW)	internal (mW)
sequential	0	0	0
clock	0	0	0
combinational	0.0788	1.96	0.200
total	0.0788	1.96	0.200
==> worst min-delay path by stage <==
stage	startpoint	endpoint	slack (ps)	cells past startpoint
4_1_cts	PrBE[0]	BE[0]	2240	0
5_1_grt	PrBE[1]	BE[1]	2240	0
6_report	PrBE[0]	BE[0]	2240	0
==> layout make-up <==
| class | count | share of cell area |
|---|---|---|
| Inverter | 2 | 0.00152 |
| Multi-Input combinational cell | 203 | 0.276 |
| Tap cell | 216 | 0.0545 |
| Timing Repair Buffer | 334 | 0.668 |
==> stage by stage <==
stage | power [mW] | cells
floorplan | 0.0708 | 293
global placement | 0.279 | 755
detailed placement | 0.279 | 755
CTS | 0.282 | 755
global route | 0.300 | 755
finish | 0.278 | 755
==> cells by family after synthesis <==
| family | share of synthesized area |
|---|---|
| buffers and inverters | 0.298 |
| AOI/OAI and AO/OA | 0.373 |
| other | 0.00195 |
| and+or+nand+nor | 0.327 |
Power figures rest on the tool's default switching activity, not on a simulated workload.
